$ cat flow/config.mk
export PLATFORM = sky130hd
export DESIGN_NAME = Sqrt2
export DESIGN_NICKNAME = Sqrt2
export VERILOG_FILES = /design/flow/design.v
export SDC_FILE = /design/flow/constraint.sdc
export NUM_CORES = 4
export LEC_CHECK = 1
export CORE_UTILIZATION = 50
$ cat flow/constraint.sdc
current_design Sqrt2

set clk_period 68.6
set clk_io_pct 0.2

create_clock -name clk0 -period $clk_period [get_ports {clk}]

set non_clock_inputs [all_inputs -no_clocks]
set_input_delay [expr $clk_period * $clk_io_pct] -clock clk0 $non_clock_inputs
set_output_delay [expr $clk_period * $clk_io_pct] -clock clk0 [all_outputs]
$ cat flow/design.v
`timescale 1ns / 1ns
module Sqrt2
          (In,
           Out, clk, reset);
  input   [14:0] In;   
  input clk, reset;
  output reg [14:0] Out;   
  wire [39:0] C5_out1;   
  wire [54:0] Product5_mul_temp;   
  wire [36:0] Product5_out1;   
  wire signed [36:0] C4_out1;   
  wire signed [37:0] Sum4_add_cast;   
  wire signed [37:0] Sum4_add_cast_1;   
  wire signed [37:0] Sum4_out1;   
  wire signed [15:0] Product4_cast;   
  wire signed [53:0] Product4_mul_temp;   
  wire signed [29:0] Product4_out1;   
  wire [22:0] C3_out1;   
  wire signed [29:0] Sum3_add_cast;   
  wire signed [29:0] Sum3_add_temp;   
  wire [28:0] Sum3_out1;   
  wire [43:0] Product3_mul_temp;   
  wire [22:0] Product3_out1;   
  wire signed [23:0] C2_out1;   
  wire signed [23:0] Sum2_add_cast;   
  wire signed [23:0] Sum2_out1;   
  wire signed [15:0] Product2_cast;   
  wire signed [39:0] Product2_mul_temp;   
  wire signed [17:0] Product2_out1;   
  wire [16:0] C1_out1;   
  wire signed [17:0] Sum1_add_cast;   
  wire signed [17:0] Sum1_add_temp;   
  wire [16:0] Sum1_out1;   
  wire [31:0] Product1_mul_temp;   
  wire [14:0] Product1_out1;   
  wire [9:0] C0_out1;   
  wire [14:0] Sum0_add_cast;   
  wire [14:0] Sum0_out1;   
  reg [14:0] In_reg;
  assign C5_out1 = 40'h0000003057;
  assign Product5_mul_temp = In_reg * C5_out1;
  assign Product5_out1 = Product5_mul_temp[47:11];
  assign C4_out1 = 37'sh1FFFFCC305;
  assign Sum4_add_cast = {1'b0, Product5_out1};
  assign Sum4_add_cast_1 = {C4_out1, 1'b0};
  assign Sum4_out1 = Sum4_add_cast + Sum4_add_cast_1;
  assign Product4_cast = {1'b0, In_reg};
  assign Product4_mul_temp = Product4_cast * Sum4_out1;
  assign Product4_out1 = Product4_mul_temp[45:16];
  assign C3_out1 = 23'b00000000000101001000101;
  assign Sum3_add_cast = {1'b0, {C3_out1, 6'b000000}};
  assign Sum3_add_temp = Product4_out1 + Sum3_add_cast;
  assign Sum3_out1 = Sum3_add_temp[28:0];
  assign Product3_mul_temp = In_reg * Sum3_out1;
  assign Product3_out1 = Product3_mul_temp[36:14];
  assign C2_out1 = 24'sb111111100001101010110101;
  assign Sum2_add_cast = {1'b0, Product3_out1};
  assign Sum2_out1 = Sum2_add_cast + C2_out1;
  assign Product2_cast = {1'b0, In_reg};
  assign Product2_mul_temp = Product2_cast * Sum2_out1;
  assign Product2_out1 = Product2_mul_temp[31:14];
  assign C1_out1 = 17'b01100111111011101;
  assign Sum1_add_cast = {1'b0, C1_out1};
  assign Sum1_add_temp = Product2_out1 + Sum1_add_cast;
  assign Sum1_out1 = Sum1_add_temp[16:0];
  assign Product1_mul_temp = In_reg * Sum1_out1;
  assign Product1_out1 = Product1_mul_temp[28:14];
  assign C0_out1 = 10'b0101101101;
  assign Sum0_add_cast = {4'b0, {C0_out1, 1'b0}};
  assign Sum0_out1 = Product1_out1 + Sum0_add_cast;
    always @(posedge clk)
    begin
   if (reset)
begin
   In_reg <= 15'b0;
   Out <= 15'b0;	
end
   else
   begin
  In_reg <= In;
  Out <= Sum0_out1;
   end
   end
endmodule   
$ cat flow/run.sh
#!/bin/bash
# OpenROAD 26Q1-2900-gdf79404cd8, Yosys 0.63+post, stock flow scripts
make -C /OpenROAD-flow-scripts/flow DESIGN_CONFIG=/design/flow/config.mk WORK_HOME=/design/flow/orfs finish
==> flow_metrics.py <==
# Metrics from the implementation run
metrics = {
    "outcome": {
        "status": "completed",
    },
    "logic_synthesis": {
        "ys_seq_share": 0.01289,
        "syn_avg_cell_area_um2": 8.913,
        "yosysTopAreaCell": "fa_1",
        "synth_area_mm2": 0.04660,
        "ys_chip_area_mm2": 0.04660,
        "ys_warn_count": 1,
        "yosys-top-cells-area": "fa_1 (48%), ha_1 (12%), inv_1 (9.4%), and2_1 (6.6%), nand2_1 (5.1%)",
        "common_cells": "inv_1 (1162), fa_1 (1118), nand2_1 (629)",
        "edf_count": 0,
        "top_cell": "inv_1",
        "yosys-stat-cells": 5228,
        "async_reset_ff_frac": 0,
        "synth_top_area_share": 0.4803,
        "ys_seq_elements": 30,
        "synth.distinct_cells": 97,
        "syn_inst": 5228,
        "ys_dominant_reg_cell": "dfxtp_1",
    },
    "sta": {
        "slew_viol_final": 0,
        "max_freq_ghz": 0.02722,
        "finalCriticalPeriod_ns": 36.74,
        "period_used_share": 0.5356,
        "worst_pin_slew_ns": 1.017,
        "skew_ns": 0.006025,
        "setup_tns_ns": 0,
        "hold_viol_final": 0,
        "setup_viol": 0,
        "hold_slack_ns": 1.036,
        "max_slew_margin": 0.3218,
        "rsz0062_at_grt": "false",
    },
    "cells_and_area": {
        "drive_gt1_frac": 0.03819,
        "fin_util": 0.5298,
        "syn_to_final_growth_pct": 4.527,
    },
    "cts": {
        "clockBufferDepth": 2,
        "cts-root-buf": "clkbuf_16",
        "cts_buffers": 5,
        "cts_tree": "yes",
        "worstSkewPairLatency_ns": 0.29,
        "cts.sinks": 30,
        "clk_transition_reported_paths_ns": 0.06,
        "cts_hold_buf": 0,
        "htree_levels": 2,
        "cts_resized": 0,
        "cts_setup_buffers": 0,
    },
    "setup_path": {
        "reg2reg_slack_ns": 31.86,
        "path_class": "reg2reg",
        "slowest_delay_ns": 0.85,
        "cp.required_ns": 68.77,
        "crit_fanout": 36,
        "crit_path_start_kind": "flip-flop",
        "cp_common_cell": "fa_1",
        "worstPathArrival_ns": 36.91,
        "path_buffers": 16,
        "critPathTopFamily": "adder cells",
        "endpoint_kind": "flip-flop",
        "critical-path-slowest-cell": "a2111oi_0",
    },
    "routing": {
        "routedWlPerCell_um": 18.39,
        "vias": 33050,
        "dr.pass1.iters": 5,
        "drt_iter0_drc": 1373,
        "drcViolationCount": 0,
        "vias_per_cell": 5.161,
        "routed_wl_mm": 117.8,
        "ant_nets": 0,
    },
    "run": {
        "warnings": 31,
        "drv_cap": 0,
    },
    "place": {
        "dpl.hpwl_mm": 94.27,
        "portBuffers": 31,
        "gp_congestion": 0.9475,
    },
    "floorplan": {
        "die_height_um": 307.3,
        "io_pins": 32,
        "die_w_um": 307.3,
        "core_mm2": 0.09194,
        "initCoreUtil": 0.5068,
        "chip_area_mm2": 0.09442,
        "row_count": 111,
    },
    "global_routing": {
        "antenna_found_initial": 5,
        "grt_pass1_vias": 36660,
        "met1_usage": 0.4324,
        "grt_pass1_wl_mm": 198.9,
        "use_met3": 0.1330,
        "use_met2": 0.4271,
        "grt_max_degree": 71,
        "grt_use_total": 0.2926,
        "grt-busiest-layer": "met1",
        "grt-ovfl-total": 0,
    },
    "hold_path": {
        "worstHoldPathType": "reg2reg",
    },
}
==> metrics by stage <==
step | instance area, um^2 | setup slack (ns) | instances
finish | 48710 | 31.86 | 6404
global route | 48700 | 29.37 | 6402
CTS | 48700 | 32.11 | 6402
detailed placement | 48550 | 32.20 | 6394
global placement | 48550 | 32.67 | 6394
floorplan | 46600 | 34.58 | 5228
==> worst reg2reg max path, delay by kind of cell (launching register included) <==
family / cells / cell delay [ns]
adder cells (fa/ha/maj): 35 / 16.07
AND-OR/OR-AND: 39 / 10.32
AND/OR/NAND/NOR: 29 / 6.17
XOR/XNOR: 9 / 1.50
buffers and inverters: 16 / 1.49
flip-flops: 1 / 0.75
multiplexers: 1 / 0.27
==> path summary, 6_finish.rpt <==
path,startpoint,endpoint,cells past startpoint
max,In_reg[6],Out[14],129
min,In_reg[12],Out[14],3
max reg2reg,In_reg[6],Out[14],129
min reg2reg,In_reg[12],Out[14],3
==> logic make-up after synthesis <==
logic type / Yosys count / share of synthesized area
compound gates: 402 / 0.05818
mux: 13 / 0.002846
xor+xnor: 202 / 0.03952
simple gates: 1614 / 0.1714
flops: 30 / 0.01289
buf+inv: 1393 / 0.1125
fa+ha+maj: 1574 / 0.6027
==> area by class of cell <==
cell class                      instances  area (um^2)
Clock buffer                            6        138.9
Fill cell                            8570        43230
Tap cell                             1243         1555
Sequential cell                        30        646.9
Antenna cell                            2        5.005
Clock inverter                          2        12.51
Timing Repair Buffer                  150         1216
Inverter                             1166         4377
Multi-Input combinational cell       3805        40760
==> placed cells by master, fill, tap and decap left out, types with 17 or more instances in the layout <==
master and count:
nor2_1 216, xnor2_1 130, nand4_1 19, ha_1 455
nand2b_1 38, o21bai_1 17, nor3_1 37, clkdlybuf4s50_1 31
o21ai_0 58, inv_1 1162, and3_1 28, and2_1 492
a21o_1 57, nand3_1 40, nor2b_1 48, buf_4 118
nand2_1 629, a21oi_1 122, xor2_1 65, fa_1 1118
==> routing by layer <==
layer	routed length, um	part of all wire
met3	13550	0.12
met2	52050	0.44
met4	2703	0.023
met1	49400	0.42
met5	59	0.00050
